==> design/flow/design.v <==
module StoreSelect(
	input logic [31:0]Inst,
	input logic [63:0]MemIn,
	input logic [63:0]RegIn,
	output logic [63:0]Out
	);
	always_comb  begin
		case (Inst[6:0])
			7'b0100011: begin  
				case(Inst[14:12])
					3'b111:begin  
						Out = RegIn;
					end
					3'b010:begin  
						Out[31:0] = RegIn[31:0];
						Out[63:32] = MemIn[63:32];
					end
					3'b001:begin  
						Out[15:0] = RegIn[15:0];
						Out[63:16] = MemIn[63:16];
					end
					3'b000:begin  
						Out[7:0] = RegIn[7:0];
						Out[63:8] = MemIn[63:8];
					end
					default: begin
						Out = RegIn;
					end
				endcase
			end  
			default:begin
				Out = RegIn;
			end
		endcase		
	end
endmodule
==> design/flow/run.sh <==
#!/bin/bash
# OpenROAD 26Q1-2900-gdf79404cd8, Yosys 0.63+post, stock flow scripts
make -C /OpenROAD-flow-scripts/flow DESIGN_CONFIG=/design/flow/config.mk WORK_HOME=/design/flow/orfs finish
==> design/flow/config.mk <==
export PLATFORM = sky130hd
export DESIGN_NAME = StoreSelect
export DESIGN_NICKNAME = StoreSelect
export VERILOG_FILES = /design/flow/design.v
export SDC_FILE = /design/flow/constraint.sdc
export NUM_CORES = 4
export LEC_CHECK = 1
export CORE_AREA = 10 10 94 94
export DIE_AREA = 0 0 104 104
==> design/flow/constraint.sdc <==
current_design StoreSelect

set clk_period 11.7
set clk_io_pct 0.2

create_clock -name clk0 -period $clk_period

set non_clock_inputs [all_inputs -no_clocks]
set_input_delay [expr $clk_period * $clk_io_pct] -clock clk0 $non_clock_inputs
set_output_delay [expr $clk_period * $clk_io_pct] -clock clk0 [all_outputs]
==> impl_metrics.tcl <==
# implementation run metrics
set metrics [dict create \
    rows 30 \
    grt_overflow_total 0 \
    critPathMaxStageDelay_ns 0.64 \
    routed_wl_um 5370 \
    syn_to_final_growth_pct 195 \
    firstDrtPassIters 2 \
    chipArea_um2 10800 \
    drive_gt1_frac 0.251 \
    coreArea_um2 6830 \
    path_max_fanout 16 \
    n_fill_cell 683 \
    p_leak_nw 1.10 \
    rsz0062_at_grt "false" \
    drv_slew 0 \
    die_h_um 104 \
    io_buffer_count 178 \
    hold_violations 0 \
    cp_cell_sequence "clkdlybuf4s50_1 > or4b_4 > nor3_4 > mux2_2 > clkdlybuf4s50_1" \
    drt_drc_violations_left 0 \
    hold_end "Out[0]" \
    final.clkbuf_count 0 \
    cp_top_family "simple AND/OR/NAND/NOR gates" \
    cts_hold_buf 0 \
    antenna_found_initial 0 \
    status "finished, final reports clean" \
    grt_max_degree 33 \
    period_used_share 0.612 \
    cp-end-kind "output port" \
    place_inst 335 \
    total_power_mw 0.0727 \
    arrival_ns 4.83 \
    cp.depth 5 \
    min_period_ns 7.17 \
    warnings 62 \
    syn_area_um2 925 \
    hold_path_class "primary input to output port" \
    maxClockFrequency_mhz 140 \
    drt_iter0_drc 11 \
    min_from "RegIn[0]" \
    cp-start-kind "primary input" \
    grt_pass1_vias 1385 \
    cts_resized 0 \
    cts_setup_buffers 0 \
    syn_avg_cell_area_um2 12.7 \
    fp.dieW_um 104 \
    ys_seq_share 0 \
    gp_congestion 0.760 \
    io_pins 224 \
    peakVddDrop_mv 0.0104 \
    grt_pass1_wl_um 8000 \
    instances_no_fill 335 \
    crit_top_cell "clkdlybuf4s50_1" \
    ys_cells 73 \
    grt.total_usage 0.0903 \
    final.setup.tns_ns 0 \
    crit_required_ns 9.36 \
    worstMarginPinSlew_ns 0.740 \
    cap_violations 0 \
    synth_warnings 1 \
    finalSetupViolCount 0 \
    power-per-cell-area_nw_per_um2 26.7 \
    viasPerCell 3.76 \
    synthCells 73 \
    worst-path-buf-inv 2 \
    slew_headroom 0.505 \
    antenna_cells 0 \
    dr_total_vias 1258 \
    register_area_um2 0 \
    ff_count 0 \
    ys_chip_area_um2 925 \
    dp.final_hpwl_um 4940 \
    crit_type "primary input to output port" \
    ys_types 9 \
    slowest_stage "nor3_4" \
    initCoreUtil 0.135 \
    wl_per_cell_um 16.0 \
    hold_depth 0 \
    ant_nets 0 \
]
placed cells by master (no fill, tap or decap), drive strengths merged:
master         instances
or4b                   1
nor3                   1
nand4bb                1
a211o                  1
clkdlybuf4s50        178
mux2                  56
nor4                   1
cells in the mapped netlist (all sizes together):
library cell / instances / share of area
nand4bb: 1 / 0.012
or4b: 1 / 0.015
a211o: 1 / 0.019
buf: 12 / 0.11
mux2: 56 / 0.80
nor4: 1 / 0.023
nor3: 1 / 0.018
layout make-up:
type	count	area, um2	area share
Tap cell	96	120	0.0441
Multi-Input combinational cell	61	823	0.302
Timing Repair Buffer	178	1780	0.654
cells by family (layout without fill, tap and decap cells):
logic type | after synthesis | after routing | share of synthesized area
AOI/OAI and AO/OA | 1 | 1 | 0.0189
muxes | 56 | 56 | 0.804
buffers and inverters | 12 | 178 | 0.110
and+or+nand+nor | 4 | 4 | 0.0677
metrics by stage:
stage | hold slack [ns] | setup WS [ns] | util | cell area [um2]
3_3_place_gp | 4.68 | 4.51 | 0.399 | 2730
4_1_cts | 4.68 | 4.48 | 0.399 | 2730
6_report | 4.68 | 4.53 | 0.399 | 2730
5_1_grt | 4.68 | 4.39 | 0.399 | 2730
3_5_place_dp | 4.68 | 4.47 | 0.399 | 2730
2_1_floorplan | 4.75 | 5.61 | - | 925
power breakdown:
part           internal (mW)  switching (mW)
clock network              0               0
logic                 0.0620          0.0107
registers                  0               0
how the worst max path moves through the flow:
stage | startpoint | endpoint
5_1_grt | Inst[2] | Out[17]
4_1_cts | Inst[2] | Out[17]
6_report | Inst[2] | Out[17]
metal layers:
metal / wire (um) / GRT usage / vias to the layer above
met4: 8 / 0.00199 / 0
met1: 2040 / 0.0949 / 555
met3: 622 / 0.0426 / 2
li1: - / - / 606
met2: 2700 / 0.168 / 95
met5: 0 / 0 / -
Power figures rest on the tool's default switching activity, not on a simulated workload.
