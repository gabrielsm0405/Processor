## flow/config.mk

```make
export PLATFORM = sky130hd
export DESIGN_NAME = Deslocamento
export DESIGN_NICKNAME = Deslocamento
export VERILOG_FILES = /design/flow/design.v
export SDC_FILE = /design/flow/constraint.sdc
export NUM_CORES = 4
export LEC_CHECK = 1
export CORE_UTILIZATION = 40
```

## flow/constraint.sdc

```tcl
current_design Deslocamento

set clk_period 9.1
set clk_io_pct 0.2

create_clock -name clk0 -period $clk_period

set non_clock_inputs [all_inputs -no_clocks]
set_input_delay [expr $clk_period * $clk_io_pct] -clock clk0 $non_clock_inputs
set_output_delay [expr $clk_period * $clk_io_pct] -clock clk0 [all_outputs]
```

## flow/design.v

```verilog
module Deslocamento (	
					input logic [1:0] Shift,
					input logic signed [63:0] Entrada,
					input logic [5:0] N,
					output logic [63:0]Saida
					);
always_comb
	case(Shift)
		2'b00:  
			Saida = Entrada << N;
		2'b01:  
			Saida = Entrada >> N;
		2'b10:  
			Saida = Entrada >>> N;
		default:  
			Saida = Entrada;
	endcase  
endmodule:Deslocamento
```

## flow/run.sh

```bash
#!/bin/bash
# OpenROAD 26Q1-2900-gdf79404cd8, Yosys 0.63+post, stock flow scripts
make -C /OpenROAD-flow-scripts/flow DESIGN_CONFIG=/design/flow/config.mk WORK_HOME=/design/flow/orfs finish
```

==> impl.org <==
#+TITLE: Synthesis and PnR summary

** Outcome
- The run finished with clean final reports.

** Worst setup path
- The worst setup path is launched from a primary input.
- Count of buffer and inverter cells on the critical path :: 4
- Among the stages of the critical path, the cell type that occurs most often is sky130_fd_sc_hd__buf_4.
- STA classifies the critical path endpoint as an output port.
- Broken down by cell family, the worst path's largest delay share belongs to buffers and inverters.
- Data arrives at the worst endpoint at between 5000 and 6000 ps.
- Critical path fanouts, max :: approximately 53
- For this design, the slowest cell found on the critical path is sky130_fd_sc_hd__a211oi_1.
- Per STA, the highest per-stage delay on the worst path measures around 700 ps.
- At the worst endpoint, the required time is between 7000 and 8000 ps.
- For reference, the critical path cell chain is buf_4, clkinv_2, buf_4, mux2i_1, o2bb2ai_1, a211oi_1, nand2_1, a31oi_1, clkdlybuf4s50_1.
- In the setup report, the worst path falls into the class primary input to output port.

** Clocking
- Post-CTS repair ended up resizing 0 cells.
- Hold-fix buffers at CTS :: 0
- # Post-CTS Setup Buffers :: 0

** Logic synthesis
- Post-synthesis instance total :: roughly 1200
- Unique cell types :: roughly 82
- Yosys cell count :: about 1200
- Combined area of all synthesized cells :: 9850 sq um
- For this run, the chip area from Yosys synthesis comes to 9850 sq um.
- Averaged over all synthesized cells, the footprint is between 8 and 9 sq um.
- Fraction of the yosys area taken by sequential cells :: 0%
- Count of yosys warnings during synthesis :: 1

** Route
- Residual DRC :: 0
- Summed over all layers, the routed wires come to 61.9 mm.
- Per the post-route antenna check, the number of violating nets is 0.
- Using the TritonRoute via totals, the vias-per-cell ratio works out to roughly 7.9.
- Wire per inst :: between 30 and 40 um
- Routed via count :: 12385
- Length of the first detailed-routing pass in iterations :: 6
- Iter 0 DRT Violations :: 1795

** Power
- Pleak :: roughly 3.9 nW
- Share of total power in the clock network :: 0%
- Looking at the VDD voltage map, the peak drop is between 70 and 80 uV.
- Portion of total power attributed to sequential cells :: 0%
- Cell internal power was estimated by the tool at ~0.00036 W.
- Switching power :: ~0.00053 W
- Switching Fraction :: between 50% and 60%
- The share of total power dissipated in combinational logic is approximately 100%.
- Dividing total power by cell area gives a power density of 79.6 nW/um^2.

** Floorplanning
- The floorplan report gives the top-level pin count as approximately 140.
- Area of the chip :: 25300 sq um
- Placeable Area :: around 24000 sq um
- In the floorplan report the effective utilization is between 40 and 50%.
- Row generation in the floorplan step produced 57 rows.
- Measured along the x axis, the die boundary spans between 150 and 200 um.
- The floorplan step set the die height to roughly 160 um.

** Layout
- Register cell area after layout :: 0 sq um
- Proportion of layout cells with a drive suffix above 1 :: a little under a quarter
- Count of flip-flops and latches :: 0
- With fillers left out, the area of the finished cells amounts to approximately 11000 sq um.
- Non-filler instance count after layout :: approximately 1600
- Clock buffer instance count of the final layout :: 0
- Number of fill cells :: between 2000 and 2500
- Post-Route Utilization :: a little under half
- Between the synthesized netlist and the finished layout, the area growth was recorded as 13.8%.

** STA
- Worst-Margin Slew :: between 1000 and 1500 ps
- Final min period :: approximately 7500 ps
- Setup tns final :: 0 ps
- After layout, the worst path uses between 80 and 90% of the clock period.
- Fin worst setup slack :: around 1600 ps
- Per the final timing report, the hold violations number 0.
- Timing would allow up to 0.132 GHz.
- RSZ-0062 raised after global routing :: no
- Checking max transition, the worst relative margin is 29.8%.
- The final timing report lists a max-slew violation count of 0.
- Final Setup Violations :: 0

** Global route
- The global route stage reports its total congestion overflow as 0.
- Global routing consumed, over all layers together, 50.0% of the routing resources.
- The number of global-route vias before repair was between 10000 and 15000.
- Entering global routing, the biggest net connects about 110 pins.
- The first global-routing pass estimated between 80 and 90 mm of wire.
- The initial antenna violation count is 3.

** Job
- In this run the maximum-capacitance check reported violations numbering 0.
- Warnings raised by the tools during the run amount to 35.

** Placed design
- Once placement finished, the instance area stood at roughly 11000 sq um.
- As logged by OpenROAD, the buffers inserted on ports number 136.
- Placed Instances :: roughly 1600
- Weighted congestion at the end of routability-driven global placement :: roughly 1.1
- Pre-CTS setup slack :: roughly 1800 ps
- Detailed placement finished with a half-perimeter wire length of approximately 45 mm.

** Min path
- Min-Delay Path Class :: primary input to output port
[cell usage in the layout (no fill, tap or decap), types with 4 or more instances in the layout]
| cell type | instances |
|---|---|
| sky130_fd_sc_hd__mux2i_1 | 97 |
| sky130_fd_sc_hd__buf_4 | 35 |
| sky130_fd_sc_hd__and2_1 | 8 |
| sky130_fd_sc_hd__o21ai_0 | 59 |
| sky130_fd_sc_hd__and3_1 | 5 |
| sky130_fd_sc_hd__mux2_2 | 89 |
| sky130_fd_sc_hd__nand2_1 | 115 |
| sky130_fd_sc_hd__inv_1 | 4 |
| sky130_fd_sc_hd__mux4_2 | 123 |
| sky130_fd_sc_hd__o22a_1 | 7 |
| sky130_fd_sc_hd__or3_1 | 6 |
| sky130_fd_sc_hd__o32a_1 | 13 |
| sky130_fd_sc_hd__a211oi_1 | 12 |
| sky130_fd_sc_hd__clkdlybuf4s50_1 | 130 |
| sky130_fd_sc_hd__a31oi_1 | 28 |
| sky130_fd_sc_hd__a21o_1 | 8 |
| sky130_fd_sc_hd__o31ai_1 | 7 |
| sky130_fd_sc_hd__a21oi_1 | 69 |
| sky130_fd_sc_hd__nand3_1 | 30 |
| sky130_fd_sc_hd__o22ai_1 | 46 |
| sky130_fd_sc_hd__nand4_1 | 4 |
| sky130_fd_sc_hd__nor4_1 | 5 |
| sky130_fd_sc_hd__nor2_1 | 119 |
| sky130_fd_sc_hd__a22oi_1 | 6 |
| sky130_fd_sc_hd__nor3_1 | 24 |
| sky130_fd_sc_hd__o211ai_1 | 24 |
| sky130_fd_sc_hd__a221oi_1 | 6 |
| sky130_fd_sc_hd__o32ai_1 | 6 |
| sky130_fd_sc_hd__o221ai_1 | 14 |
| sky130_fd_sc_hd__mux2_1 | 4 |
| sky130_fd_sc_hd__o2111ai_1 | 4 |
| sky130_fd_sc_hd__o21ai_1 | 15 |
| sky130_fd_sc_hd__nor2b_1 | 7 |
| sky130_fd_sc_hd__or2_2 | 9 |
| sky130_fd_sc_hd__nand2b_1 | 12 |
| sky130_fd_sc_hd__o21a_1 | 10 |
[power groups by stage]
stage | logic, W | registers (W) | clock network, W
5_1_grt | 0.000912 | 0 | 0.0000000000341
4_1_cts | 0.000844 | 0 | 0
6_report | 0.000892 | 0 | 0.0000000000304
[kinds of logic (layout without fill, tap and decap cells)]
kind of cell | after synthesis | count (layout) | share of synthesized area (%)
simple gates | 359 | 359 | 16.3
compound gates | 384 | 384 | 26.6
other cells | 0 | 3 | 0
buf+inv | 153 | 180 | 7.49
xor+xnor | 2 | 2 | 0.178
mux | 318 | 318 | 49.4
[routing by layer]
metal	routed length (um)	track usage (%)	vias up
met3	11000	27.8	256
met1	21800	64.5	5987
met5	24	2.27	-
li1	-	-	4939
met4	4650	28.5	2
met2	24500	66.0	1201
[area by class of cell]
class | instances | area, sq um | area share, %
Timing Repair Buffer | 171 | 1640 | 14.6
Multi-Input combinational cell | 1063 | 9120 | 81.4
Inverter | 9 | 36.3 | 0.324
Tap cell | 324 | 405 | 3.62
Antenna cell | 3 | 7.51 | 0.0670
[synthesized netlist by cell type (all sizes together) (14+ instances only)]
cell type  number  share of area (%)
o221ai         14                1.2
buf            64                4.1
a21oi          69                3.5
nor2          120                4.6
mux2           94                 11
nand2         116                4.4
a211oi         15                1.3
clkbuf         80                3.0
nand3          30                1.5
nor3           24                1.2
mux4          123                 28
o22ai          47                3.0
o21ai          74                3.8
o211ai         24                1.8
a31oi          28                1.8
mux2i         101                 11
[path summary, 6_finish.rpt]
kind | from | end | slack (ps) | depth (start not counted)
max | N[0] | Saida[7] | 1550 | 9
min | N[5] | Saida[50] | 4610 | 4
[through the flow]
stage                     power (W)  hold WS [ps]
final                      0.000892          4610
after global routing       0.000912          4640
after CTS                  0.000844          4590
after detailed placement   0.000840          4580
after global placement     0.000847          4580
after floorplan            0.000474          3700
Power figures rest on the tool's default switching activity, not on a simulated workload.
